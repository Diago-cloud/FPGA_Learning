[design/flow/design.v]
`timescale 1ns/1ns
module LED_Water 
#(
    parameter COUNT_1S=28'd49_999_999,
    parameter COUNT_2S=28'd99_999_999, 
    parameter COUNT_3S=28'd149_999_999, 
    parameter COUNT_4S=28'd199_999_999 
)
(
    input            clk,
    input            rst_n,
    output reg [3:0] LED
);
reg [27:0]  counter;
always @(posedge clk or negedge rst_n) begin
    if (!rst_n) 
        counter<=0;
    else if (counter==COUNT_4S) 
        counter<=0;
    else 
        counter<=counter+1'b1;
end
always @(posedge clk or negedge rst_n) begin
    if (!rst_n) 
        LED<=0;   
    else if (counter==COUNT_1S) 
        LED<=4'b1000;   
    else if (counter==COUNT_2S) 
        LED<=4'b0100;   
    else if (counter==COUNT_3S)
        LED<=4'b0010;    
    else if (counter==COUNT_4S)
        LED<=4'b0001;    
end
endmodule
[design/flow/run.sh]
#!/bin/bash
# OpenROAD 26Q1-2900-gdf79404cd8, Yosys 0.63+post, stock flow scripts
make -C /OpenROAD-flow-scripts/flow DESIGN_CONFIG=/design/flow/config.mk WORK_HOME=/design/flow/orfs finish
[design/flow/config.mk]
export PLATFORM = sky130hd
export DESIGN_NAME = LED_Water
export DESIGN_NICKNAME = LED_Water
export VERILOG_FILES = /design/flow/design.v
export SDC_FILE = /design/flow/constraint.sdc
export NUM_CORES = 4
export LEC_CHECK = 1
export CORE_UTILIZATION = 40
[design/flow/constraint.sdc]
current_design LED_Water

set clk_period 5.8
set clk_io_pct 0.2

create_clock -name clk0 -period $clk_period [get_ports {clk}]

set non_clock_inputs [all_inputs -no_clocks]
set_input_delay [expr $clk_period * $clk_io_pct] -clock clk0 $non_clock_inputs
set_output_delay [expr $clk_period * $clk_io_pct] -clock clk0 [all_outputs]
==> impl_metrics.toml <==
# flow metrics
[synth]
ff_type = "dfrtp_1"
avgSynthCellArea_um2 = 10.1
synth-edff-count = 0
area_leaders = "dfrtp_1 (47%), xnor2_1 (8.1%), nor2_1 (4.4%), xor2_1 (4.1%), nand4_1 (2.9%)"
ys_seq_elements = 32
xor_share_pct = 12.2
mux_area_share_pct = 0
syn-cell-area_um2 = 1720
synthAoiAreaFrac_pct = 2.47
synthDistinctLibCells = 38
ys_top_cells_by_count = "dfrtp_1 (32), nor2_1 (20), xnor2_1 (16), nand2_1 (9)"
ys_seq_share_pct = 46.5
netlist_instances = 170
async_flop_share_pct = 100
ys_sh_simple_pct = 34.2
logic_family = "simple AND/OR/NAND/NOR gates"
most_common_cell = "dfrtp_1"
largest_area_cell = "dfrtp_1"
yosys_warnings = 1
yosysCellCount = 170
fa_ha_area_share_pct = 0.727
top_cell_area_share_pct = 46.5
yosys_area_um2 = 1720

[final_timing]
setup_violations = 0
grt_setup_unrepaired = "false"
finalCritPeriodShare_pct = 38.9
fmax_mhz = 443
hold_ws_ns = 0.459
worstMarginPinSlew_ns = 0.631
setup_tns_ns = 0
worst_clock_skew_ns = 0.00251
period_needed_ns = 2.26
report.final.slew_viol_count = 0
finalHoldViolations = 0
max_slew_margin_pct = 57.8

[cts]
path_clk_slew_ns = 0.06
cts_tree = "done"
post_cts_buffers = 0
worst_skew_pair.late_latency_ns = 0.28
cts-resized-gates = 0
cts_root_buf = "clkbuf_8"
htree_levels = 2
cts-hold-fix-buffers = 0
clockBufferDepth = 2
cts_sinks = 32
cts_buffers = 5

[layout]
num-fill-cells = 357
area_growth_pct = 9.38
seqCellArea_um2 = 801
utilization_pct = 46.4
layout.cells.non_filler = 224
logic_area_um2 = 853
final_layout_size_suffix_gt1_share_pct = 10.9

[global_routing]
antenna_found_initial = 0
track_usage_pct = 16.5
overflow = 0
grt_max_degree = 33
grt_pass1_wl_um = 5580
grt_pass1_vias = 1174

[detailed_routing]
via_per_inst = 5.44
num_antenna_cells = 0
num_vias = 1218
routed_wirelength_um = 3270
wire_per_inst_um = 14.6
post-route-drc-count = 0
drtAntennaViolNets = 0
drtIter0Drc = 57
firstDrtPassIters = 4

[critical_path]
r2r_end = "counter[21]"
reg2reg_slack_ns = 3.59
cp.required_ns = 4.64
endpoint_kind = "output port"
critPathSlowestCell = "clkdlybuf4s50_1"
worst_ep_arrival_time_ns = 1.10
cp_max_fo = 2
worst_path_largest_cell_delay_ns = 0.47
reg2regPathDepth = 5
startpoint = "LED[2]"
startpoint_type = "flip-flop"
cp_num_cells = 1
path_buffers = 1
r2r-start = "counter[11]"
critical_path.top_delay_family = "buffers and inverters"
path_cells = "clkdlybuf4s50_1"
crit_type = "flip-flop to output port"
worstSetupEndpoint = "LED[2]"

[die]
die_y_um = 67.6
core-area_um2 = 4060
fp_util_pct = 42.4
io_pins = 6
num_rows = 23
die_area_um2 = 4570
die_w_um = 67.6

[run]
warnings = 25
cap_violations = 0

[pwr]
ir_drop_mv = 0.110
internal_power_mw = 0.321
power.share.switching_pct = 20.3
power.density_nw_per_um2 = 214
cellLeakagePower_nw = 0.813
clkPwrFrac_pct = 43.3
seq_power_share_pct = 55.4
power_frac_comb_pct = 1.3
p_sw_mw = 0.0819

[placement]
dp_cells = 216
port_buffers = 5
dp_hpwl_um = 2260
gp_congestion = 0.855

[worst_hold_path]
worstHoldPathCells = 1
hp-class = "flip-flop to flip-flop"

[run_status]
status = "finished, final reports clean"
flip-flops by register name, summed over array words and instances, names as in the netlist:
name,cells
counter,28
LED,4
worst min path at each step:
| stage | startpoint | endpoint | slack [ns] |
|---|---|---|---|
| final | counter[0] | counter[0] | 0.46 |
| after global routing | counter[0] | counter[0] | 0.49 |
| after CTS | counter[0] | counter[0] | 0.46 |
power by group through the flow:
stage / Clock, mW / Combinational, mW / Sequential, mW
after CTS: 0.177 / 0.00552 / 0.223
after global routing: 0.188 / 0.00628 / 0.223
final: 0.174 / 0.00520 / 0.223
routing by layer:
layer	GRT usage, %	up-vias	part of all wire, %
met2	24.4	32	43
met5	0	-	0
met3	3.42	5	4.1
li1	-	605	-
met1	25.7	576	52
met4	2.66	0	0.83
cell type report:
cell class | count | area share [%]
clock buffer | 8 | 4.78
inverter | 5 | 0.997
multi-input combinational | 123 | 45.3
sequential | 32 | 42.5
tap | 50 | 3.32
timing repair buffer | 6 | 3.06
stage by stage:
step                      power, mW  cell area [um^2]  setup WS (ns)
after CTS                     0.406              1880           3.53
after floorplan               0.227              1720           3.90
after detailed placement      0.233              1790           3.58
final                         0.403              1880           3.54
after global routing          0.417              1880           3.41
after global placement        0.233              1790           3.64
layout by cell type (no fill, tap or decap), types with 6 or more instances in the layout:
cell | netlist | final
and3_1 | 6 | 6
clkbuf_8 | 0 | 6
dfrtp_1 | 32 | 32
nand2_1 | 9 | 9
nand3_1 | 7 | 7
nand4_1 | 8 | 8
nor2_1 | 20 | 20
nor4_1 | 7 | 7
xnor2_1 | 16 | 16
xor2_1 | 8 | 8
cell families (layout without fill, tap and decap cells):
logic type | count (synthesis) | in the layout
simple gates | 91 | 91
flops | 32 | 32
xor+xnor | 24 | 24
buf+inv | 15 | 19
compound gates | 7 | 7
fa+ha+maj | 1 | 1
Power and IR drop assume default switching activity.
