### design/flow/design.v
`timescale 1ns/1ns
module LED_PWM 
#(
    parameter CNT_1US_MAX = 49,
    parameter CNT_1MS_MAX = 999,
    parameter CNT_1S_MAX = 999
) 
(
    input               clk,
    input               rst_n,
    output reg [3:0]    LED
);
reg [7:0]  cnt_1us;
reg [11:0] cnt_1ms;
reg [11:0]  cnt_1s;
reg         cnt_en;
always @(posedge clk or negedge rst_n) begin
    if (!rst_n) begin
        cnt_1us<=0;
    end
    else if (cnt_1us==CNT_1US_MAX) begin
        cnt_1us<=0;
    end
    else begin
        cnt_1us<=cnt_1us+1'b1;
    end
end
always @(posedge clk or negedge rst_n) begin
    if (!rst_n) begin
        cnt_1ms<=0;
    end
    else if ((cnt_1ms==CNT_1MS_MAX)&&(cnt_1us==CNT_1US_MAX)) begin
        cnt_1ms<=0;
    end
    else if (cnt_1us==CNT_1US_MAX) begin
        cnt_1ms<=cnt_1ms+1'b1;
    end
end
always @(posedge clk or negedge rst_n)begin
    if (!rst_n) begin
        cnt_1s<=0;
    end
    else if((cnt_1s==CNT_1S_MAX)&&(cnt_1ms==CNT_1MS_MAX)&&(cnt_1us==CNT_1US_MAX))begin
        cnt_1s<=0;
    end
    else if((cnt_1ms==CNT_1MS_MAX)&&(cnt_1us==CNT_1US_MAX)) begin
        cnt_1s<=cnt_1s+1'b1;
    end
end
always @(posedge clk or negedge rst_n) begin
    if(!rst_n) begin
        cnt_en<=0;
    end
    else if((cnt_1s==CNT_1S_MAX)&&(cnt_1ms==CNT_1MS_MAX)&&(cnt_1us==CNT_1US_MAX)) begin
        cnt_en<=~cnt_en;
    end
end
always @(posedge clk or negedge rst_n) begin
    if(!rst_n) begin
        LED<=0;
    end
    else if((cnt_en==1'b0&&cnt_1s>cnt_1ms)||(cnt_en==1'b1&&cnt_1s<cnt_1ms))begin
        LED<=4'b1111;
    end
    else begin
        LED<=0;
    end
end
endmodule
### design/flow/run.sh
#!/bin/bash
# OpenROAD 26Q1-2900-gdf79404cd8, Yosys 0.63+post, stock flow scripts
make -C /OpenROAD-flow-scripts/flow DESIGN_CONFIG=/design/flow/config.mk WORK_HOME=/design/flow/orfs finish
### design/flow/config.mk
export PLATFORM = sky130hd
export DESIGN_NAME = LED_PWM
export DESIGN_NICKNAME = LED_PWM
export VERILOG_FILES = /design/flow/design.v
export SDC_FILE = /design/flow/constraint.sdc
export NUM_CORES = 4
export LEC_CHECK = 1
export CORE_AREA = 10 10 110 110
export DIE_AREA = 0 0 120 120
### design/flow/constraint.sdc
current_design LED_PWM

set clk_period 3.0
set clk_io_pct 0.2

create_clock -name clk0 -period $clk_period [get_ports {clk}]

set non_clock_inputs [all_inputs -no_clocks]
set_input_delay [expr $clk_period * $clk_io_pct] -clock clk0 $non_clock_inputs
set_output_delay [expr $clk_period * $clk_io_pct] -clock clk0 [all_outputs]
==> results.md <==
| Item | Value |
| --- | --- |
| Status | finished, final reports clean |
| Comb pwr share | 0.014 |
| Cell family with the largest share of critical-path delay | simple AND/OR/NAND/NOR gates |
| Cell Rows | 36 |
| Hold crit path type | flip-flop to flip-flop |
| Clock root cell | sky130_fd_sc_hd__clkbuf_8 |
| Total detailed-routing wirelength | 4.20 mm |
| Placer congestion estimate | 0.852 |
| Number of global-route vias before repair | 1418 |
| H-tree depth reported by CTS | 2 |
| Total via count in the routed design | 1537 |
| Initial drt markers | 62 |
| Number of hold violations in the final report | 0 |
| Most common logic cell in the routed design | sky130_fd_sc_hd__dfrtp_1 |
| Count of pins over their slew limit | 0 |
| CP Launch Type | flip-flop |
| Global-route wire length before repair | 7.34 mm |
| Total I/O pin count | 6 |
| Cell Chain, Critical Path | inv_1 -> ha_1 -> or4b_1 -> or3_4 -> nor2_1 -> o22ai_1 |
| Number of setup buffers added after CTS | 0 |
| Number of detailed-route iterations in the first pass | 4 |
| Maximum number of pins on one net before global-route repair | 35 |
| Total Die Area | 14400 µm² |
| Diode count | 0 |
| Horiz. Die Dim | 120 µm |
| Critical path arrival | 2.69 ns |
| Clk Latency, worst-skew pair | 0.28 ns |
| Slowest stage cell on the critical path | sky130_fd_sc_hd__or4b_1 |
| TritonCTS clock tree | done |
| Combined buffer and inverter count along the critical path | 1 |
| Final instance count without filler cells | 348 |
| Synthesized area per cell | 9.63 µm² |
| Setup Crit Path Kind | flip-flop to flip-flop |
| Number of cells in the design after placement | 340 |
| CP endpoint kind | flip-flop |
| Area Growth Syn to Fin | 14.0% |
| Placeable core region | 9770 µm² |
| CP max stage delay | 0.59 ns |
| Sequential share of the synthesized area | 0.425 |
| Number of port buffers | 5 |
| Clock Skew | 0.00150 ns |
| Mean routed wirelength per cell | 12.1 µm |
| Power density normalized to cell area | 359 nW/µm² |
| DPL Wire Length | 3.03 mm |
| TritonCTS buffer count | 5 |
| Number of clock sinks seen by CTS | 34 |
| Initial antenna violation count | 0 |
| Ratio of cells with drive above 1 in the final layout | 0.0651 |
| Post-synthesis register bit count | 34 |
| Count of synthesis-stage warnings from yosys | 1 |
| DRT antenna net count | 0 |
| Aggregate global routing overflow | 0 |
| Switching Power | 0.000175 W |
| Routed wire length on met3 | 155 µm |
| Clock Power Share | 0.428 |
| Internal power | 0.000645 W |
| Clk pin slew, worst setup/hold paths | 0.07 ns |
| Setup-violating endpoint count in the final report | 0 |
| Met2 WL post-DR | 1.83 mm |
| Worst slew margin relative to its limit | 0.517 |
| Sequential group share of total power | 0.559 |
| MaxCap Viol Count | 0 |
| Critical path data required time | 3.13 ns |
| Die y size | 120 µm |
| Number of buffers between clock root and the deepest sink | 2 |
| Count of instantiated cells in the yosys netlist | 208 |
| Distinct lib cells | 36 |
| Maximum fanout count along the critical path | 9 |
| Combined area of all synthesized cells | 2000 µm² |
| Overall routing resource usage | 0.0601 |
| Tally of OpenROAD warnings | 26 |
| Top library cells by usage in the layout, fill and taps aside | 34 x sky130_fd_sc_hd__dfrtp_1, 17 x sky130_fd_sc_hd__nor2_1, 16 x sky130_fd_sc_hd__ha_1 |
| # resized after CTS | 0 |
| Worst vdd rail ir drop | 0.137 mV |
| Final TNS setup | 0 ns |
| Fmax achieved | 391 MHz |
| Tmin final | 2.56 ns |
| Standby leakage power | 0.923 nW |
| Post-route fraction of the period consumed by the critical path | 0.852 |
| Detailed-route DRC error count | 0 |
| Gate Count Post-Synth | 208 |
| Unrepaired setup endpoints after global routing | no |
| Floorplan utilization | 0.205 |
| Chip area estimate from yosys synthesis | 2000 µm² |
| Highest metal layer with signal wires | met4 |
| Worst Tran Pin Value | 0.717 ns |
| Avg Vias per Cell | 4.42 |
| Detailed-route wire length on metal 1 | 2.16 mm |
| Cts hold-fix bufs | 0 |
| Net switching fraction of the power | 0.213 |
==> state kept, by name, indices dropped and copies added, names as in the netlist <==
register,count
cnt_1s,12
cnt_en,1
cnt_1us,8
LED,1
cnt_1ms,12
==> synthesized netlist by cell type, drive strengths merged <==
library cell,count,area (µm²)
a2111oi,1,8.76
a211oi,5,37.5
a21o,1,7.51
a21oi,1,5.00
a221o,1,10.0
a22o,1,8.76
a31o,1,8.76
a31oi,5,31.3
a32o,1,10.0
and2,3,18.8
and3,5,31.3
and4,4,35.0
buf,4,27.5
clkbuf,4,15.0
dfrtp,34,851
ha,16,200
inv,14,52.6
mux2,3,33.8
mux2i,3,30.0
nand2,15,56.3
nand3,14,70.1
nand3b,1,7.51
nand4,12,75.1
nor2,17,63.8
nor3,5,25.0
nor4,7,43.8
o2111ai,1,8.76
o21ai,5,25.0
o22ai,1,6.26
or3,3,23.8
or4,1,7.51
or4b,1,10.0
xnor2,15,131
xor2,3,26.3
==> final timing paths <==
check,start,to,slack [ns],cells past startpoint
worst min register to register,cnt_1us[7]$_DFF_PN0_,cnt_1us[7]$_DFF_PN0_,0.47,1
worst min-delay path,cnt_1us[7]$_DFF_PN0_,cnt_1us[7]$_DFF_PN0_,0.47,1
worst max-delay path,cnt_1us[1]$_DFF_PN0_,cnt_1ms[1]$_DFFE_PN0P_,0.44,6
max in group asynchronous,rst_n,cnt_1ms[1]$_DFFE_PN0P_,1.93,2
min in group asynchronous,rst_n,cnt_1ms[4]$_DFFE_PN0P_,0.74,2
worst max register to register,cnt_1us[1]$_DFF_PN0_,cnt_1ms[1]$_DFFE_PN0P_,0.44,6
==> metrics by stage <==
step	power [W]	setup WS, ns	area, µm²	util	hold WS, ns
2_1_floorplan	0.000467	0.691	2000	-	0.304
3_3_place_gp	0.000479	0.506	2190	0.224	0.460
3_5_place_dp	0.000479	0.450	2190	0.224	0.463
4_1_cts	0.000834	0.444	2280	0.234	0.474
5_1_grt	0.000866	0.254	2280	0.234	0.489
6_report	0.000820	0.444	2280	0.234	0.472
==> power by group through the flow <==
stage      logic, W  registers [W]  clock network [W]
4_1_cts   0.0000123       0.000458           0.000364
5_1_grt   0.0000137       0.000458           0.000395
6_report  0.0000113       0.000458           0.000351
==> worst register-to-register path, cell delays in order (launching register included) <==
cell and delay [ns]:
sky130_fd_sc_hd__dfrtp_1 0.43, sky130_fd_sc_hd__inv_1 0.07, sky130_fd_sc_hd__ha_1 0.12, sky130_fd_sc_hd__or4b_1 0.59, sky130_fd_sc_hd__or3_4 0.47, sky130_fd_sc_hd__nor2_1 0.54
sky130_fd_sc_hd__o22ai_1 0.18
==> cell type report <==
class                           instances  area [µm²]
Timing Repair Buffer                    7        65.1
Clock inverter                          1        5.00
Tap cell                              133         166
Sequential cell                        34         851
Fill cell                            1037        7490
Clock buffer                            7        86.3
Multi-Input combinational cell        152        1060
Inverter                               14        52.6
==> per-layer routing <==
metal | up-vias | track usage
met3 | 5 | 0.0100
met2 | 25 | 0.0894
met1 | 740 | 0.0916
li1 | 767 | -
met4 | 0 | 0.00905
met5 | - | 0
==> kinds of logic after synthesis <==
logic type / Yosys count / synth area share
xor+xnor: 18 / 0.0787
compound gates: 24 / 0.0837
buf+inv: 22 / 0.0475
simple gates: 88 / 0.234
flops: 34 / 0.425
fa+ha+maj: 16 / 0.0999
mux: 6 / 0.0319
Power is estimated from default activity; no workload was simulated.
